==> design/flow/design.v <==
module udma_adc_ts_reg_if #(
    parameter L2_AWIDTH_NOAL  = 12,
    parameter UDMA_TRANS_SIZE = 16,
    parameter TRANS_SIZE      = 16
) (
    input  logic                       clk_i,
    input  logic                       rstn_i,
    input  logic                [31:0] cfg_data_i,
    input  logic                 [4:0] cfg_addr_i,
    input  logic                       cfg_valid_i,
    input  logic                       cfg_rwn_i,
    output logic                [31:0] cfg_data_o,
    output logic                       cfg_ready_o,
    output logic  [L2_AWIDTH_NOAL-1:0] cfg_rx_startaddr_o,
    output logic [UDMA_TRANS_SIZE-1:0] cfg_rx_size_o,
    output logic                 [1:0] cfg_rx_datasize_o,
    output logic                       cfg_rx_continuous_o,
    output logic                       cfg_rx_en_o,
    output logic                       cfg_rx_clr_o,
    input  logic                       cfg_rx_en_i,
    input  logic                       cfg_rx_pending_i,
    input  logic  [L2_AWIDTH_NOAL-1:0] cfg_rx_curr_addr_i,
    input  logic [UDMA_TRANS_SIZE-1:0] cfg_rx_bytes_left_i
);
    logic [L2_AWIDTH_NOAL-1:0] r_rx_startaddr;
    logic   [TRANS_SIZE-1 : 0] r_rx_size;
    logic                      r_rx_continuous;
    logic                      r_rx_en;
    logic                      r_rx_clr;
    logic                [4:0] s_wr_addr;
    logic                [4:0] s_rd_addr;
    assign s_wr_addr = (cfg_valid_i & ~cfg_rwn_i) ? cfg_addr_i : 5'h0;
    assign s_rd_addr = (cfg_valid_i &  cfg_rwn_i) ? cfg_addr_i : 5'h0;
    assign cfg_rx_startaddr_o  = r_rx_startaddr;
    assign cfg_rx_datasize_o   = 2'b10;
    assign cfg_rx_continuous_o = r_rx_continuous;
    assign cfg_rx_en_o         = r_rx_en;
    assign cfg_rx_clr_o        = r_rx_clr;
    generate
      assign cfg_rx_size_o[TRANS_SIZE-1:0] = r_rx_size;
      if (UDMA_TRANS_SIZE > TRANS_SIZE)
        assign cfg_rx_size_o[UDMA_TRANS_SIZE-1:TRANS_SIZE] = '0;
    endgenerate
    always_ff @(posedge clk_i, negedge rstn_i) 
    begin
        if(~rstn_i) 
        begin
            r_rx_startaddr  <=  'h0;
            r_rx_size       <=  'h0;
            r_rx_continuous <=  'h0;
            r_rx_en          =  'h0;
            r_rx_clr         =  'h0;
        end
        else
        begin
            r_rx_en          =  'h0;
            r_rx_clr         =  'h0;
            if (cfg_valid_i & ~cfg_rwn_i)
            begin
                case (s_wr_addr)
                5'b00000:
                    r_rx_startaddr   <= cfg_data_i[L2_AWIDTH_NOAL-1:0];
                5'b00001:
                    r_rx_size        <= cfg_data_i[TRANS_SIZE-1:0];
                5'b00010:
                begin
                    r_rx_clr          = cfg_data_i[5];
                    r_rx_en           = cfg_data_i[4];
                    r_rx_continuous  <= cfg_data_i[0];
                end
                endcase
            end
        end
    end  
    always_comb
    begin
        cfg_data_o = '0;
        case (s_rd_addr)
        5'b00000:
            cfg_data_o = cfg_rx_curr_addr_i;
        5'b00001:
            cfg_data_o[UDMA_TRANS_SIZE-1:0] = cfg_rx_bytes_left_i;
        5'b00010:
            cfg_data_o = {26'h0,cfg_rx_pending_i,cfg_rx_en_i,1'b0,2'b10,r_rx_continuous};
        default:
            cfg_data_o = '0;
        endcase
    end
    assign cfg_ready_o  = 1'b1;
endmodule 
==> design/flow/run.sh <==
#!/bin/bash
# OpenROAD 26Q1-2900-gdf79404cd8, Yosys 0.63+post, stock flow scripts
make -C /OpenROAD-flow-scripts/flow DESIGN_CONFIG=/design/flow/config.mk WORK_HOME=/design/flow/orfs finish
==> design/flow/config.mk <==
export PLATFORM = sky130hd
export DESIGN_NAME = udma_adc_ts_reg_if
export DESIGN_NICKNAME = udma_adc_ts_reg_if
export VERILOG_FILES = /design/flow/design.v
export SDC_FILE = /design/flow/constraint.sdc
export NUM_CORES = 4
export LEC_CHECK = 1
export CORE_UTILIZATION = 30
==> design/flow/constraint.sdc <==
current_design udma_adc_ts_reg_if

set clk_period 5.6
set clk_io_pct 0.2

create_clock -name clk0 -period $clk_period [get_ports {clk_i}]

set non_clock_inputs [all_inputs -no_clocks]
set_input_delay [expr $clk_period * $clk_io_pct] -clock clk0 $non_clock_inputs
set_output_delay [expr $clk_period * $clk_io_pct] -clock clk0 [all_outputs]
==> reports/metrics.cfg <==
[synth]
yosys_chip_area_um2=1610
count_of_library_flops_with_an_enable_pin=0
leading_cell_type_by_number_of_instances_after_synthesis=sky130_fd_sc_hd__dfrtp_1
synthArstFlopShare=1.00
yosys_cell_count=123
synth_cells=123
post_synth_most_frequent_cells=sky130_fd_sc_hd__dfrtp_1 (31), sky130_fd_sc_hd__buf_4 (19), sky130_fd_sc_hd__mux2_2 (19)
synth_seq_share=0.481
synth_flop_count=31
biggest_area_contributors_in_the_synthesized_netlist=sky130_fd_sc_hd__dfrtp_1 (48%), sky130_fd_sc_hd__mux2_2 (13%), sky130_fd_sc_hd__mux2_4 (9.3%)
post-synth-top-area-fraction=0.481
yosysWarningCount=1
postSynth.topFlopCell=sky130_fd_sc_hd__dfrtp_1
yosysUniqueCellTypes=24
cell_area_synth_um2=1610
syn-mean-instance-area_um2=13.1
synthDominantAreaCellType=sky130_fd_sc_hd__dfrtp_1

[cells_and_area]
fillCellCount=471
fin_util=0.524
syn_to_final_growth_pct=66.9
seqCellArea_um2=776
area.combinational_um2=724
drive_above_1_share=0.186

[pwr]
power.internal_w=0.000454
power.ir.vdd_worst_mv=0.168
design_power_total_w=0.000577
sequential_share_of_power=0.460
power.clock.fraction=0.284
p_leak_nw=1.23
switching_power_w=0.000124
switching_fraction_of_total_power=0.214
powerDensity_nw_per_um2=214
p_comb_frac=0.256

[critical_path]
worst_setup_path_end_kind=output pin
timing.critical_path.to=cfg_data_o[6]
reg2reg_setup_slack_ns=4.81
timing.reg2reg.worst_path_depth=1
timing.critical_path.from=cfg_addr_i[2]
worstReg2RegEnd=r_rx_continuous
worst-endpoint-required_ns=4.48
timing.critical_path.from_type=input pin
worst-endpoint-arrival_ns=3.21
worst_setup_path_category=in2out
worst-path-max-fanout=11
worst_r2r_startpoint=r_rx_continuous

[detailed_routing]
drt.antenna.violating_nets=0
drc=0
route.detailed.vias_per_inst=4.41
vias=1304
drtPass1Iterations=3
wire_per_inst_um=14.1
routed_wl_um=4180
detail_route.antenna_diodes=0
drt_iter0_drc=22

[floorplan]
fp.dieArea_um2=5680
core_util_floorplan=0.314
fp.coreArea_um2=5140
die_w_um=75.4
io_pins=137
placement_rows=26
fp.dieH_um=75.4

[hold_path]
hold_path.class=reg2reg
worstHoldPathCells=1

[final_timing]
finalSetupViolCount=0
fin_skew_ns=0
setup_tns_ns=0
period_needed_ns=4.33
achievable-frequency_mhz=231
slew_violations=0
rsz0062_at_grt=false
hold_violations=0
post-route-period-util=0.773

[global_routing]
grt_first_pass_wirelength_um=5750
grt_pass1_vias=1174
grt_start_max_net_pins=32
sum_of_overflow_across_all_layers_after_global_routing=0
grt_usage=0.139
antenna_found_initial=0

[placed_design]
port_buffers=101
routabilityCongestion=0.774
dp.final_hpwl_um=3210

[clocking]
clockBufferDepth=2
cts.sink_count=31
post_cts.resized_instances=0
hold_buffers=0
tritoncts_buffers=5
cts-root-buf=sky130_fd_sc_hd__clkbuf_8
clock_latency_ns=0.28
htree_levels=2
clock_pin_transition_on_the_worst_setup_and_hold_timing_paths_ns=0.06
tritoncts=built
post-cts-setup-buffers=0

[flow_run]
openroad.warnings=41
drv.max_cap_violation_count=0

[run_status]
status=finished clean

==> registers in the layout (all words and copies together), names as in the netlist <==
name	count
r_rx_size	16
r_rx_en	1
r_rx_startaddr	12
r_rx_clr	1
r_rx_continuous	1
==> layer usage <==
layer  wire length [µm]  GRT usage
met2               1910      0.223
met4                102     0.0329
met1               1660      0.192
met3                502     0.0416
met5                  0          0
==> per-stage QoR <==
stage | instances | area [µm²] | setup slack [ns] | hold WS (ns)
2_1_floorplan | 140 | 1680 | 2.49 | 0.454
3_3_place_gp | 288 | 2610 | 1.33 | 0.487
3_5_place_dp | 288 | 2610 | 1.30 | 0.490
4_1_cts | 296 | 2690 | 1.29 | 0.509
5_1_grt | 296 | 2690 | 1.17 | 0.520
6_report | 296 | 2690 | 1.27 | 0.507
==> area by class of cell <==
class,instances,area share
repair buffers,102,0.378
well taps,70,0.0325
clock buffers,5,0.0255
inverters,1,0.00139
multi-input cells,84,0.269
clock inverters,3,0.00557
flip-flops and latches,31,0.288
==> placed cells by master, fill, tap and decap left out, drive strengths merged <==
cell and instances:
clkbuf 5, mux2 29, clkinv 3, a221o 3
nor3 1, nand2 1, nor2b 1, and3b 1
clkdlybuf4s50 101, o21ai 2, and2b 2, nor4 1
nand3 3, dfrtp 31, inv 1, and3 5
conb 19, buf 1, and2 6, a22o 8
a21o 1, a21oi 1
==> how the worst min path moves through the flow <==
stage	start	to	slack (ns)
4_1_cts	r_rx_size[10]	r_rx_size[10]	0.51
5_1_grt	r_rx_size[14]	r_rx_size[14]	0.52
6_report	r_rx_size[8]	r_rx_size[8]	0.51
==> power by group through the flow <==
stage	Sequential, W	Combinational (W)	Clock (W)
after CTS	0.000266	0.000151	0.000171
after global routing	0.000269	0.000162	0.000182
final	0.000265	0.000148	0.000164
==> cell families (layout without fill, tap and decap cells) <==
group	after synthesis	after routing	share of synthesized area
compound gates	15	15	0.0760
buf+inv	25	111	0.110
flops	31	31	0.481
mux	29	29	0.226
other cells	2	19	0.00465
simple gates	21	21	0.103
==> critical path: stages <==
cell and delay [ns]:
sky130_fd_sc_hd__clkdlybuf4s50_1 0.48, sky130_fd_sc_hd__nor4_4 0.50, sky130_fd_sc_hd__a21o_1 0.41, sky130_fd_sc_hd__a22o_1 0.21, sky130_fd_sc_hd__clkdlybuf4s50_1 0.47
No activity file was given, so power comes from the tool's default toggle rates.
